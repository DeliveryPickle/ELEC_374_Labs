### flow/config.mk
export PLATFORM = sky130hd
export DESIGN_NAME = RX
export DESIGN_NICKNAME = RX
export VERILOG_FILES = /design/flow/design.v
export SDC_FILE = /design/flow/constraint.sdc
export NUM_CORES = 4
export LEC_CHECK = 1
export CORE_AREA = 10 10 104 104
export DIE_AREA = 0 0 114 114
### flow/constraint.sdc
current_design RX

set clk_period 1.0
set clk_io_pct 0.2

create_clock -name clk0 -period $clk_period [get_ports {clk}]

set non_clock_inputs [all_inputs -no_clocks]
set_input_delay [expr $clk_period * $clk_io_pct] -clock clk0 $non_clock_inputs
set_output_delay [expr $clk_period * $clk_io_pct] -clock clk0 [all_outputs]
### flow/design.v
module RX(
	input wire [31:0] D,
	output reg [31:0] Q,
	input clk, clr, le,
	);
	always @(posedge clk)
	begin
		if (clr == 0)
			Q <= 0;
		else if (le)
			Q <= D;
	end
endmodule
### flow/run.sh
#!/bin/bash
# OpenROAD 26Q1-2900-gdf79404cd8, Yosys 0.63+post, stock flow scripts
make -C /OpenROAD-flow-scripts/flow DESIGN_CONFIG=/design/flow/config.mk WORK_HOME=/design/flow/orfs finish
==> results_slide.txt <==
Key Metrics from the Run

Final layout
  • Synth-to-Final Area Change: 61.8%
  • Non-Filler Instances: 285
  • Layout cells sized above 1: 44.1%
  • Most flop-heavy register: Q
  • Most used logic cell in the final layout: clkdlybuf4s50_1
  • Fin area: 2010 um^2
  • Final design utilization: 23.2%
  • Max reg flops: 32
  • Top flop regs: Q (32)
  • Commonest non-fill, non-tap cells in the layout: clkdlybuf4s50_1 (33), dfxtp_2 (32), mux2i_1 (32), nor2b_1 (32), clkbuf_2 (21)
  • Fill cell count: 937

Worst setup path
  • R2R Setup Slk: 290 ps
  • Crit path cell chain: buf_2
  • Critical Path Start: Q[23]$_SDFFE_PN0P_
  • Crit path DRT: 800 ps
  • Crit. End Element: output port
  • FF-to-FF End: Q[10]$_SDFFE_PN0P_
  • WP depth: 1
  • Slowest CP cell: dfxtp_2
  • Buf/Inv on CP: 1
  • CP max FO: 2
  • CP startpoint kind: register
  • Max stage delay on crit path: 320 ps
  • WS Path Type: reg2out
  • Worst R2R Start: Q[10]$_SDFFE_PN0P_
  • Reg2reg path depth: 3
  • Crit path DAT: 710 ps
  • Largest delay contributor family on the critical path: flip-flops

Route
  • Avg WL per Cell: 11.5 um
  • Diodes inserted: 0
  • Vias/cell: 3.32
  • DRC: 0
  • 1st-pass router iterations: 2
  • WL final: 3280 um
  • Antenna Nets Post-Route: 0
  • DR vias: 945
  • DRT iter0 DRCs: 9

STA
  • Setup-failing EPs final: 0
  • Worst hold margin: 422 ps
  • Final Max Tran Viols: 0
  • Setup_tns: 0 ps
  • Worst slew margin: 89.6%
  • Period minus WS final: 912 ps
  • Worst Tran Pin Value: 151 ps
  • RSZ-0062 raised after global routing: no
  • Fmax: 1100 MHz
  • Tcrit/Tclk final: 91.2%
  • Final Hold Vio Count: 0
  • Slack of the critical path: 87.9 ps
  • Worst-case clock skew: 0 ps

GRT
  • Largest net degree at the start of global routing: 33
  • Congestion Overflow GR: 0
  • Vias in the first global route: 1087
  • Global-route wire length before repair: 5260 um
  • GRT Overall Usage: 4.89%
  • Initial antenna violation count: 0

CTS
  • Clock slew at reported path FFs: 70 ps
  • Total CTS buffers: 5
  • CTS H-tree lvls: 2
  • Sink Count: 32
  • CTS Hold Bufs: 0
  • Worst-Skew Late Latency: 270 ps
  • CTS Root Cell: clkbuf_8
  • Max clock buf depth: 2
  • CTS tree: yes

Synthesis
  • YS chip area: 1240 um^2
  • # Cells Yosys: 103
  • Mapped cell area: 1240 um^2
  • Avg Synthesized Cell Area: 12.1 um^2
  • Seq share, synth: 51.5%
  • Number of synthesized register bits: 32
  • Syn. warnings: 1
  • Syn Inst Count: 103
  • Distinct cells, synth: 6

Place
  • Placed cell areas: 2030 um^2
  • Dpl ws: -109 ps
  • Detail Placement HPWL: 2410 um
  • Gp weighted congestion: 0.666
  • Placed instance count: 276
  • PortBufs: 66

Pwr
  • Share of power burned in combinational logic: 14.4%
  • Pwr/cell area: 1420 nW/um^2
  • Sequential share of power: 49.1%
  • Worst vdd ir: 0.509 mV
  • Pint: 2.21 mW
  • Clock share of power: 36.5%
  • Switching power: 0.636 mW
  • Pleak: 0.897 nW
  • Switching portion of total power: 22.3%
  • Overall power: 2.85 mW

Flow run
  • Max-cap viol count: 0
  • Tool warnings: 25

Worst hold path
  • Hold depth: 4
  • Hold EP: Q[23]$_SDFFE_PN0P_
  • Worst hold path class: in2reg
  • Hold path startpoint: le

Die
  • Die Ht: 114 um
  • I/O pin count: 67
  • Total die area: 13000 um^2
  • Core Region: 8680 um^2
  • Die Wd: 114 um
  • Row count: 34
  • Pre-Place Util: 14.3%

Run status
  • Outcome: finished clean
kinds of logic (layout without fill, tap and decap cells):
kind of cell | count (synthesis) | after routing | share of synthesized area (%)
muxes | 32 | 32 | 25.8
and+or+nand+nor | 32 | 32 | 16.1
DFF | 32 | 32 | 51.5
buffers and inverters | 7 | 81 | 6.64
worst max-delay path by stage:
stage	to
after global routing	Q[31]
final	Q[23]
after CTS	Q[29]
cells in the mapped netlist, drive strengths merged:
master   n  share of area [%]
nor2b   32                 16
mux2i   32                 26
buf      4                5.7
clkbuf   3               0.91
dfxtp   32                 52
layer usage:
metal / GRT usage [%] / up-vias / part of all wire (%) / routed length (um)
met3: 2.66 / 3 / 11 / 366
met5: 0 / - / 0 / 0
met2: 7.25 / 46 / 42 / 1360
met1: 6.32 / 415 / 46 / 1520
li1: - / 481 / - / -
met4: 0.585 / 0 / 0.91 / 30
power groups by stage:
stage | sequential [mW] | clock [mW] | combinational [mW]
6_report | 1.40 | 1.04 | 0.409
5_1_grt | 1.41 | 1.17 | 0.457
4_1_cts | 1.40 | 1.12 | 0.449
layout make-up:
type / count / area, um^2 / share of cell area [%]
tap: 108 / 135 / 6.72
multi-input combinational: 64 / 520 / 25.9
sequential: 32 / 681 / 33.8
timing repair buffer: 73 / 586 / 29.1
clock buffer: 8 / 90.1 / 4.48
what timing repair did:
item,4_1_cts,5_1_grt
pin swaps,0,0
buffers inserted,1,0
gates cloned,0,0
setup endpoints to repair,32,21
gates resized,108,21
Power and IR drop assume default switching activity.
