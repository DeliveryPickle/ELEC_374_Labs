==> flow/design.v <==
module MDR(
	input wire [31:0] busMuxOut, mdatain,
	input read, clr, clk, mdrin,
	output reg [31:0] q
	);
	reg [31:0] d;
	always @(posedge clk)
	begin
	if (read == 0) d = busMuxOut; else d = mdatain;
	if (clr == 0)
		q <= 0;
	else if (mdrin)
		q <= d;
	end
endmodule
==> flow/run.sh <==
#!/bin/bash
# OpenROAD 26Q1-2900-gdf79404cd8, Yosys 0.63+post, stock flow scripts
make -C /OpenROAD-flow-scripts/flow DESIGN_CONFIG=/design/flow/config.mk WORK_HOME=/design/flow/orfs finish
==> flow/config.mk <==
export PLATFORM = sky130hd
export DESIGN_NAME = MDR
export DESIGN_NICKNAME = MDR
export VERILOG_FILES = /design/flow/design.v
export SDC_FILE = /design/flow/constraint.sdc
export NUM_CORES = 4
export LEC_CHECK = 1
export CORE_AREA = 10 10 98 98
export DIE_AREA = 0 0 108 108
==> flow/constraint.sdc <==
current_design MDR

set clk_period 1.0
set clk_io_pct 0.2

create_clock -name clk0 -period $clk_period [get_ports {clk}]

set non_clock_inputs [all_inputs -no_clocks]
set_input_delay [expr $clk_period * $clk_io_pct] -clock clk0 $non_clock_inputs
set_output_delay [expr $clk_period * $clk_io_pct] -clock clk0 [all_outputs]
==> flow_summary.ini <==
; physical design summary
[place]
gpl.final_weighted_congestion = 0.781
placedCellCount = 334
io_buffer_count = 99
detailed_place_hpwl_mm = 3.61

[clocking]
ctsLongestPathBuffers = 2
clock_transition_time_at_the_flip_flop_clock_pins_of_the_worst_setup_and_hold_paths_ns = 0.07
cts_buffers = 5
numClockSinks = 32
post-cts-setup-buffers = 0
cts_htree_levels = 2
worst_skew_pair.late_latency_ns = 0.27
tritoncts_clock_tree = yes
cts_root_buf = sky130_fd_sc_hd__clkbuf_8
holdBufCountCts = 0

[grt]
grt_start_max_net_pins = 33
globalRoute.totalOverflow = 0
grt_util_all_layers = 0.0726
grt_antenna_before_repair = 0
first_global_vias = 1358
grt_first_pass_wirelength_mm = 6.98

[final_timing]
timing.final.max_slew_violations = 0
setup_total_negative_slack_ns = 0
final_critical_period_ns = 0.899
relSlewSlack = 0.834
rsz0062_at_grt = false
finalSetupViolCount = 0
finalHoldViolations = 0
max_freq_mhz = 1110
final_min_period_over_clock_period = 0.899
final.setup_skew_ns = 0
holdWs_ns = 0.186
tightestPinTransition_ns = 0.248

[pwr]
irDropWorstVdd_mv = 0.390
sequential_share_of_power = 0.466
power.leakage_uw = 0.00107
cell_internal_power_uw = 2380
total_switching_power_uw = 691
cellPowerDensity_nw_per_um2 = 1230
switching_share_of_power = 0.225
share_clk_of_total_power = 0.326
design_power_total_uw = 3070
combinational_share_of_power = 0.208

[die]
core.rowCount = 32
die_y_um = 108
fp.dieW_um = 108
dieArea_um2 = 11700
floorplan.io_pins = 100
core-area_um2 = 7650
fp_util = 0.182

[final_layout]
drive_gt1_frac = 0.324
layout-area-overhead-vs-synth_pct = 78.3
reg.largest.list = q: 32 flops
register_bank_with_the_most_flops = q
number_of_flip_flops_under_the_largest_register_name = 32
final_core_area_utilization = 0.325
instances_no_fill = 343

[critical_path]
crit_path_buf_inv_count = 1
critPathTopFamily = flip-flops
cp_data_required_time_ns = 0.80
timing.critical_path.slowest_stage_cell = sky130_fd_sc_hd__dfxtp_2
regToRegEndpoint = q[23]
depth_of_the_worst_register_to_register_path = 2
critPathArrivalTime_ns = 0.70
rrSetupSlack_ns = 0.35
critPathMaxStageDelay_ns = 0.31
cp_max_fo = 2
worst-path-stages = 1
worst_setup_path_end_kind = primary output
critical_path.cell_chain = buf_2
timing_worst_setup_path_type = reg2out
critical_path.reg2reg.startpoint = q[23]
startpoint_type = flip-flop

[route]
wirelength_mm = 4.63
detail_route.wl_per_cell_um = 13.5
ant_nets = 0
drc = 0
detail_route.iter0.violations = 36
antennaDiodeCount = 0
routed-via-count = 1355
drtPass1Iterations = 4
post_drt_via_cell_ratio = 3.95

[synth]
yosys_stat_cell_total = 142
synth.cell_area_um2 = 1400
synth_area_per_cell_um2 = 9.82
yosys-stat-area_um2 = 1400
ys_top_cells_by_area = sky130_fd_sc_hd__dfxtp_1 (46%), sky130_fd_sc_hd__mux2i_1 (23%), sky130_fd_sc_hd__a21oi_1 (11%)
synth-seq-area-share = 0.459
synth_flops = 32
synth.largest_area_cell = sky130_fd_sc_hd__dfxtp_1
yosys_warnings = 1
synthesis.instances = 142
area_fraction_of_the_dominant_cell_type_after_synthesis = 0.459
post_synth_num_cell_types = 8

[min_path]
hold_end = q[14]
min_path_type = in2reg
min_delay_path_depth = 2
hold_path.startpoint = mdrin

[flow_run]
number_of_warnings_in_the_stage_logs = 25
max-cap-violations = 0

[status]
result_of_the_run = completed
per-stage QoR:
stage / instance area [um2] / setup WS (ns)
floorplan: 1400 / 0.173
global placement: 2490 / -0.167
detailed placement: 2490 / -0.182
CTS: 2610 / 0.000359
global route: 2490 / 0.0410
finish: 2490 / 0.101
synth_stat cells:
cell	instances
sky130_fd_sc_hd__buf_12	3
sky130_fd_sc_hd__buf_2	4
sky130_fd_sc_hd__clkbuf_1	6
sky130_fd_sc_hd__mux2i_1	32
sky130_fd_sc_hd__o21ai_0	32
sky130_fd_sc_hd__a21oi_1	32
sky130_fd_sc_hd__buf_6	1
sky130_fd_sc_hd__dfxtp_1	32
metal layers:
layer | track usage | vias to the layer above | part of all wire
met4 | 0.0105 | 0 | 0.012
met2 | 0.118 | 55 | 0.47
met1 | 0.0899 | 587 | 0.44
met3 | 0.0313 | 2 | 0.080
li1 | - | 711 | -
met5 | 0 | - | 0
cell families (layout without fill, tap and decap cells):
kind of cell,count (synthesis),count (layout),synth area share
buffers and inverters,14,113,0.0816
AND-OR/OR-AND,64,64,0.230
multiplexers,32,32,0.230
flip-flops,32,32,0.459
repair_timing:
item,in CTS,in global routing
gates resized,99,31
gates cloned,0,1
endpoints found under the hold margin,0,0
endpoints found under the setup margin,32,31
power by group through the flow:
stage	clock network, uW	logic, uW	registers (uW)
5_1_grt	1160	712	1440
4_1_cts	1050	686	1430
6_report	999	640	1430
area by class of cell:
type,instances,area [um2]
multi-input cells,96,641
repair buffers,105,948
flip-flops and latches,32,681
clock buffers,8,90.1
well taps,102,128
fillers,786,5160
cells in the final DEF (no fill, tap or decap):
master                            Yosys  final
sky130_fd_sc_hd__dlymetal6s2s_1       0      1
sky130_fd_sc_hd__a21oi_1             32     32
sky130_fd_sc_hd__dfxtp_2              0     32
sky130_fd_sc_hd__clkbuf_8             0      6
sky130_fd_sc_hd__clkbuf_16            0      1
sky130_fd_sc_hd__clkbuf_1             6      2
sky130_fd_sc_hd__buf_12               3      5
sky130_fd_sc_hd__clkdlybuf4s50_1      0     64
sky130_fd_sc_hd__mux2i_1             32     32
sky130_fd_sc_hd__o21ai_0             32     32
sky130_fd_sc_hd__clkbuf_2             0     29
sky130_fd_sc_hd__buf_2                4      5
how the worst max path moves through the flow:
| stage | startpoint | end | slack (ns) |
|---|---|---|---|
| 4_1_cts | q[29] | q[29] | 0.0004 |
| 5_1_grt | q[15] | q[15] | 0.04 |
| 6_report | q[31] | q[31] | 0.10 |
Power figures rest on the tool's default switching activity, not on a simulated workload.
