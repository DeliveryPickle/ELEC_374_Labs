**flow/run.sh**
```bash
#!/bin/bash
# OpenROAD 26Q1-2900-gdf79404cd8, Yosys 0.63+post, stock flow scripts
make -C /OpenROAD-flow-scripts/flow DESIGN_CONFIG=/design/flow/config.mk WORK_HOME=/design/flow/orfs finish
```
**flow/config.mk**
```make
export PLATFORM = sky130hd
export DESIGN_NAME = BusMux
export DESIGN_NICKNAME = BusMux
export VERILOG_FILES = /design/flow/design.v
export SDC_FILE = /design/flow/constraint.sdc
export NUM_CORES = 4
export LEC_CHECK = 1
export CORE_AREA = 10 10 319 319
export DIE_AREA = 0 0 329 329
```
**flow/constraint.sdc**
```tcl
current_design BusMux

set clk_period 8.9
set clk_io_pct 0.2

create_clock -name clk0 -period $clk_period

set non_clock_inputs [all_inputs -no_clocks]
set_input_delay [expr $clk_period * $clk_io_pct] -clock clk0 $non_clock_inputs
set_output_delay [expr $clk_period * $clk_io_pct] -clock clk0 [all_outputs]
```
**flow/design.v**
```verilog
module BusMux(
	input R0Out,R1Out,R2Out,R3Out,R4Out,R5Out,R6Out,R7Out,R8Out,R9Out,R10Out,R11Out,R12Out,R13Out,R14Out,R15Out,hiOut, loOut, ZhiOut, ZloOut, PCout, MDRout, inPortout,Cout,
	input  [31:0] busin0,busin1,busin2,busin3,busin4,busin5,busin6,busin7,busin8,busin9,busin10,busin11,busin12,busin13,busin14,busin15,
	businhi,businlo,businZhi,businZlo,businPC,businMDR,businInport,csignextended,
	output  reg [31:0] busOut
	);
	wire [23:0] EncIn;
	assign EncIn = {Cout,inPortout, MDRout, PCout, ZloOut,ZhiOut, loOut, hiOut,
	R15Out,R14Out,R13Out,R12Out,R11Out,R10Out,R9Out,R8Out,R7Out,R6Out,R5Out,R4Out,R3Out,R2Out,R1Out, R0Out};
	reg [4:0] select;
	always @*
		case (EncIn)
		24'h000001:  select = 0;
		24'h000002:  select = 1;
		24'h000004:  select = 2;
		24'h000008:  select = 3;
		24'h000010:  select = 4;
		24'h000020:  select = 5;
		24'h000040:  select = 6;
		24'h000080:  select = 7;
		24'h000100:  select = 8;
		24'h000200:  select = 9;
		24'h000400:  select = 10;
		24'h000800:  select = 11;
		24'h001000:  select = 12;
		24'h002000:  select = 13;
		24'h004000:  select = 14;
		24'h008000:  select = 15;
		24'h010000:  select = 16;
		24'h020000:  select = 17;
		24'h040000:  select = 18;
		24'h080000:  select = 19;
		24'h100000:  select = 20;
		24'h200000:  select = 21;
		24'h400000:  select = 22;
		24'h800000:  select = 23;
		default 	:  select =0;
	endcase	
	always @*
		case (select)
		0	: busOut = busin0;
		1	: busOut = busin1;
		2	: busOut = busin2;
		3	: busOut = busin3;
		4	: busOut = busin4;
		5	: busOut = busin5;
		6	: busOut = busin6;
		7	: busOut = busin7;
		8	: busOut = busin8;
		9	: busOut = busin9;
		10	: busOut = busin10;
		11	: busOut = busin11;
		12	: busOut = busin12;
		13	: busOut = busin13;
		14	: busOut = busin14;
		15	: busOut = busin15;
		16	: busOut = businhi;
		17	: busOut = businlo;
		18	: busOut = businZhi;
		19	: busOut = businZlo;
		20	: busOut = businPC;
		21	: busOut = businMDR;
		22	: busOut = businInport;
		23	: busOut = csignextended;
		default 	: busOut = 32'bx;
	endcase
endmodule
```
==> results_slide.txt <==
Physical Implementation Snapshot

Power
  • Switching pwr: 132.8 uW
  • Total power draw: 474.2 uW
  • Clock power share: 0
  • Combinational power share: 1.000
  • PwrDens: 27.09 nW/um^2
  • P_int: 341.4 uW
  • Reg power frac: 0
  • Sw Ratio: 0.2801
  • VDD IR max: 0.01162 mV
  • LEAKAGE: 6.188 nW

Timing
  • Rel. slew slack: 0.3422
  • Final Hold Fails: 0
  • Worst Tran Pin Value: 0.9830 ns
  • Slew Limit Fails: 0
  • Final setup margin: 0.1818 ns
  • Max Freq: 114.7 MHz
  • Final period util: 0.9796
  • Setup violators final: 0
  • Tmin final: 8.718 ns
  • Fin Setup TNS: 0 ns
  • Worst hold margin: 4.511 ns
  • Unrepaired setup endpoints after global routing: false

Detailed routing
  • Vias per std cell: 4.469
  • WL per Instance: 41.89 microns
  • Routed WL: 134.5 mm
  • DRT Pass-1 Iters: 9
  • Routed Antenna Nets: 0
  • # DRC: 0
  • Initial drt markers: 1,299
  • Routed vias: 14,350

Final layout
  • Non-Filler Instances: 3,211
  • Clkbuf count: 0
  • Layout cells sized above 1: 0.1003
  • Layout overhead on the synthesized area: 161.6%
  • Core Util, Final: 0.1845
  • Flop area: 0 sq um
  • Number of flip-flops and latches: 0
  • Final Cell Area: 17,510 sq um

Floorplan
  • IO Count: 824
  • Placement row count: 113
  • Core area: 94,870 sq um
  • Die Width: 329 microns
  • Die Ht: 329 microns
  • FP Core Util: 0.07055
  • DIE AREA: 108,200 sq um

Global route
  • First-pass GRT wire length: 165.4 mm
  • Vias in the first global route: 14,530
  • Largest net degree at the start of global routing: 38
  • GRT overflow: 0
  • All-Layer GR Usage: 0.2390
  • Initial antenna violation count: 156

Critical path
  • CP Capture Type: output pin
  • Crit path max fanout: 8
  • Crit path launch type: input port
  • Crit Path Category: input port to output pin
  • Worst path arrival time: 6.94 ns
  • WP data required: 7.12 ns

Synthesis
  • Synth Seq Share: 0
  • Synthesis Warnings: 1
  • Yosys stat area: 6693 sq um
  • Synth Area per Inst: 6.466 sq um
  • Post-Syn Area: 6693 sq um
  • Distinct lib cells: 82
  • # Cells Yosys: 1,035
  • Post-Syn Instances: 1,035

Placement
  • Placed cell count: 3,180
  • DP Worst Slack: 0.008586 ns
  • Post-DP HPWL: 120.3 mm
  • I/O Buffers: 824
  • Cell Area, Placed: 17,400 sq um
  • GP Congestion: 0.9577

Worst hold path
  • Worst min-delay path class: input port to output pin
  • Hold Path Stages: 4

Clock network
  • Post-cts hold-fix buffer tally: 0
  • Postcts setup bufs: 0

Run
  • Total tool warning count: 32
  • Max Cap Violations: 0

Status
  • Status: finished, final reports clean
worst max-delay path: stages:
cell	delay [ns]
clkdlybuf4s50_1	0.77
nor2_1	0.17
a221oi_1	0.55
nor3_1	0.19
o21ai_2	0.51
nor4_2	0.14
buf_4	0.23
a22oi_1	0.62
o22ai_1	0.24
nor4_1	0.30
buf_4	0.18
nand4b_1	0.48
o21a_1	0.31
clkdlybuf4s50_1	0.44
cells by family (layout without fill, tap and decap cells):
family,Yosys count,after routing,synth area share
simple gates,482,482,0.3649
compound gates,399,399,0.4780
buf+inv,82,962,0.05048
mux,61,61,0.09217
xor+xnor,11,11,0.01440
other cells,0,31,0
routing by layer:
metal / wire, microns / global-route usage
met4: 4420 / 0.05717
met2: 65000 / 0.4099
met1: 50400 / 0.2719
met5: 960 / 0
met3: 13750 / 0.1003
cells in the final DEF, fill, tap and decap left out, types with 7 or more instances in the layout:
| master | instances |
|---|---|
| a21oi_1 | 36 |
| a221o_1 | 7 |
| a221oi_1 | 22 |
| a222oi_1 | 49 |
| a22o_1 | 19 |
| a22oi_1 | 87 |
| a32o_1 | 12 |
| a32oi_1 | 16 |
| and3_1 | 13 |
| buf_4 | 126 |
| clkdlybuf4s50_1 | 824 |
| diode_2 | 31 |
| mux2i_1 | 56 |
| nand2_1 | 176 |
| nand3_1 | 45 |
| nand4_1 | 34 |
| nor2_1 | 92 |
| nor3_1 | 19 |
| nor3_2 | 14 |
| nor4_1 | 16 |
| nor4_2 | 10 |
| nor4b_1 | 7 |
| o2111ai_1 | 17 |
| o211ai_1 | 9 |
| o21a_1 | 14 |
| o21ai_0 | 30 |
| o221ai_1 | 10 |
| o22ai_1 | 9 |
| or4_1 | 7 |
| xor2_1 | 9 |
path summary, 6_finish.rpt:
check / end / from / slack [ns]
setup / recovery: busOut[31] / ZloOut / 0.18
hold / removal: busOut[24] / busin0[24] / 4.51
synthesized netlist by cell type (17+ instances only):
| master | count | area (sq um) |
|---|---|---|
| nand3_1 | 46 | 230.2 |
| a22o_1 | 19 | 166.4 |
| buf_2 | 18 | 90.09 |
| a221oi_1 | 23 | 201.4 |
| nor2_1 | 98 | 367.9 |
| a222oi_1 | 49 | 490.5 |
| nand4_1 | 34 | 212.7 |
| mux2i_1 | 56 | 560.5 |
| a22oi_1 | 88 | 660.6 |
| nor3_1 | 29 | 145.1 |
| nor4_1 | 19 | 118.9 |
| nand2_1 | 176 | 660.6 |
| a21oi_1 | 38 | 190.2 |
| clkbuf_1 | 48 | 180.2 |
| o21ai_0 | 30 | 150.1 |
| o2111ai_1 | 17 | 148.9 |
layout make-up:
type | count | area (sq um)
fill | 10730 | 77360
timing repair buffer | 956 | 9314
tap | 1265 | 1583
antenna | 31 | 77.57
inverter | 6 | 22.52
multi-input combinational | 953 | 6511
what timing repair did:
item	CTS	global route
setup endpoints to repair	1	6
resized	1	9
pin swaps	0	2
power groups by stage:
stage	Combinational, mW	Clock (mW)	Sequential, mW
4_1_cts	0.476	0	0
5_1_grt	0.498	0.000000227	0
6_report	0.474	0.000000466	0
Power figures rest on the tool's default switching activity, not on a simulated workload.
